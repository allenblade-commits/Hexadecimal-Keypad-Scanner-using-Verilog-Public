**design/flow/run.sh**
```bash
#!/bin/bash
# OpenROAD 26Q1-2900-gdf79404cd8, Yosys 0.63+post, stock flow scripts
make -C /OpenROAD-flow-scripts/flow DESIGN_CONFIG=/design/flow/config.mk WORK_HOME=/design/flow/orfs finish
```
**design/flow/config.mk**
```make
export PLATFORM = sky130hd
export DESIGN_NAME = Row_Signal
export DESIGN_NICKNAME = Row_Signal
export VERILOG_FILES = /design/flow/design.v
export SDC_FILE = /design/flow/constraint.sdc
export NUM_CORES = 4
export LEC_CHECK = 1
export CORE_AREA = 10 10 70 70
export DIE_AREA = 0 0 80 80
```
**design/flow/constraint.sdc**
```tcl
current_design Row_Signal

set clk_period 1.0
set clk_io_pct 0.2

create_clock -name clk0 -period $clk_period

set non_clock_inputs [all_inputs -no_clocks]
set_input_delay [expr $clk_period * $clk_io_pct] -clock clk0 $non_clock_inputs
set_output_delay [expr $clk_period * $clk_io_pct] -clock clk0 [all_outputs]
```
**design/flow/design.v**
```verilog
`timescale 1ns / 1ps
module Row_Signal(
    input  [15:0] Key,   
    input  [3:0]  Col,   
    output reg [3:0] Row  
);
    always @(Key or Col) begin
        Row[0] = (Key[0]  && Col[0]) || (Key[1]  && Col[1]) || (Key[2]  && Col[2]) || (Key[3]  && Col[3]);
        Row[1] = (Key[4]  && Col[0]) || (Key[5]  && Col[1]) || (Key[6]  && Col[2]) || (Key[7]  && Col[3]);
        Row[2] = (Key[8]  && Col[0]) || (Key[9]  && Col[1]) || (Key[10] && Col[2]) || (Key[11] && Col[3]);
        Row[3] = (Key[12] && Col[0]) || (Key[13] && Col[1]) || (Key[14] && Col[2]) || (Key[15] && Col[3]);
    end
endmodule
```
==> impl_metrics.py <==
# Physical implementation metrics
metrics = {
    "final_timing": {
        "setup_ws_ns": 0.0387,
        "hold_violations": 0,
        "setup_viol": 0,
        "period_needed_ns": 0.961,
        "period_used_pct": 96.1,
        "tightest_slew_ns": 0.156,
        "report.final.slew_viol_count": 0,
        "rsz0062_at_grt": "true",
        "max_freq_ghz": 1.04,
        "whs_ns": 0.729,
        "relSlewSlack_pct": 89.6,
    },
    "final_layout": {
        "final_cells": 82,
        "seq_area_sq_um": 0,
        "final_cell_mix": "dlygate4sd2_1, buf_2, a22oi_2, clkdlybuf4s15_1, nand2_1",
        "nClkBuffers": 0,
        "seq_cell_count": 0,
        "comb_area_sq_um": 105,
        "layout_top_cell": "dlygate4sd2_1",
        "synthToLayoutAreaGrowth_pct": 365,
        "nFillCells": 409,
        "drive_gt1_share_pct": 38.9,
    },
    "routing": {
        "diodes": 0,
        "avgRoutedWirePerCell_microns": 10.4,
        "wl_microns": 852,
        "first_iter_violations": 4,
        "ant_nets": 0,
        "first_pass_iters": 2,
        "viasPerCell": 2.41,
        "vias": 198,
        "drc": 0,
    },
    "power": {
        "power_density_mw_per_mm2": 312,
        "power.share.switching_pct": 36.2,
        "p_leak_nw": 0.142,
        "p_sw_uw": 39.4,
        "power.share.combinational_pct": 100.0,
        "intPower_uw": 69.6,
        "vdd_drop_max_uv": 22.4,
        "sequentialPowerShare_pct": 0,
        "power_frac_clock_pct": 0,
    },
    "yosys": {
        "synth_adder_area_share_pct": 0,
        "aoi_share_pct": 80.0,
        "ys_seq_share_pct": 0,
        "yosysWarnings": 1,
        "yosysChipArea_sq_um": 75.1,
        "yosys.area_share.simple_pct": 20.0,
        "synthCells": 12,
        "syn_area_per_cell_sq_um": 6.26,
        "yosysCellCount": 12,
        "ys_sh_mux_pct": 0,
        "synth_area_sq_um": 75.1,
        "ys_types": 2,
        "ys_top_logic_family": "AND-OR/OR-AND gates",
        "xor_share_pct": 0,
    },
    "grt": {
        "gr-total-overflow": 0,
        "grt_pass1_wl_microns": 1210,
        "grt_antenna_before_repair": 0,
        "grt_usage_pct": 2.45,
        "grt_pass1_vias": 227,
        "grt_max_degree": 5,
    },
    "cts": {
        "cts.hold.buffers_added": 0,
        "post-cts-setup-buffers": 0,
    },
    "status": {
        "outcome": "complete, no violations",
    },
    "setup_path": {
        "cp-start-kind": "primary input",
        "crit_buf_inv": 2,
        "path_cells": "dlygate4sd2_1, a22oi_2, nand2_1, buf_2",
        "worstPathRequired_ns": 0.80,
        "crit_arrival_ns": 0.76,
        "path_class": "primary input to primary output",
        "critPathMaxFanout": 1,
        "crit_path_end_kind": "primary output",
        "critPathSlowestCell": "dlygate4sd2_1",
        "critPathMaxStageDelay_ns": 0.24,
        "path_delay_family": "buffers and inverters",
    },
    "die": {
        "core-area_sq_mm": 0.00342,
        "die_w_microns": 80,
        "num_io_pins": 24,
        "die.size.y_microns": 80,
        "fp-utilization_pct": 2.20,
        "die-area_sq_mm": 0.00640,
        "num_rows": 21,
    },
    "hold_path": {
        "holdCritPathClass": "primary input to primary output",
    },
    "placed_design": {
        "place_ws_ns": -0.624,
        "gp_congestion": 0.813,
        "place_inst": 82,
        "port_buffers": 24,
    },
    "job": {
        "warning_count": 33,
        "drv_cap": 0,
    },
}
-- cell families (layout without fill, tap and decap cells) --
family / Yosys count / count (layout)
and+or+nand+nor: 4 / 4
buffers and inverters: 0 / 24
AOI/OAI and AO/OA: 8 / 8
-- cell type report --
cell class / instances / area share, %
Timing Repair Buffer: 24 / 53.4
Multi-Input combinational cell: 12 / 30.1
Tap cell: 46 / 16.5
-- worst min-delay path: cells and delay by family --
family                 cells  cell delay [ns]
buffers and inverters      2             0.21
AOI/OAI and AO/OA          1             0.06
and+or+nand+nor            1             0.06
-- path summary, 6_finish.rpt --
kind / from / endpoint / depth (start not counted)
max: Key[12] / Row[3] / 4
min: Col[1] / Row[3] / 4
-- layer usage --
metal | part of all wire, % | GRT usage, %
met5 | 0 | 0
met3 | 12 | 0.909
met4 | 0 | 0
met2 | 48 | 4.49
met1 | 40 | 2.77
-- power by group through the flow --
| stage | Sequential (mW) | Combinational, mW | Clock, mW |
|---|---|---|---|
| 4_1_cts | 0 | 0.110 | 0 |
| 5_1_grt | 0 | 0.120 | 0 |
| 6_report | 0 | 0.109 | 0 |
-- per-stage QoR --
stage | total power, mW | utilization, % | instance area, sq um | setup TNS (ns)
global route | 0.120 | 10.2 | 349 | -0.00478
global placement | 0.136 | 10.9 | 373 | -2.40
finish | 0.109 | 10.2 | 349 | 0
CTS | 0.110 | 10.3 | 352 | 0
detailed placement | 0.138 | 10.9 | 373 | -2.40
floorplan | 0.0193 | - | 75.1 | 0
-- cell usage after synthesis --
| cell | count | area, sq um |
|---|---|---|
| a22oi_1 | 8 | 60.1 |
| nand2_1 | 4 | 15.0 |
-- timing repair --
action                                 4_1_cts  5_1_grt
gates resized                               48        7
setup endpoints to repair                    4        4
endpoints found under the hold margin        0        0
pin swaps                                   11        6
Power figures rest on the tool's default switching activity, not on a simulated workload.
