**design/flow/design.v**
```verilog
`timescale 1ns / 1ps
module Hex_Keypad_Grayhill_072(
    input  [3:0] Row,        
    input        S_Row,       
    input        clock,       
    input        reset,       
    output reg [3:0] Code,    
    output       Valid,       
    output reg [3:0] Col      
);
    reg [5:0] state, next_state;
    parameter S_0 = 6'b000001,  
              S_1 = 6'b000010,  
              S_2 = 6'b000100,  
              S_3 = 6'b001000,  
              S_4 = 6'b010000,  
              S_5 = 6'b100000;  
    assign Valid = ((state == S_1) || (state == S_2) || (state == S_3) || (state == S_4)) && Row;
    always @ (Row or Col)
        case ({Row, Col})
            8'b0001_0001: Code = 0; 8'b0001_0010: Code = 1;
            8'b0001_0100: Code = 2; 8'b0001_1000: Code = 3;
            8'b0010_0001: Code = 4; 8'b0010_0010: Code = 5;
            8'b0010_0100: Code = 6; 8'b0010_1000: Code = 7;
            8'b0100_0001: Code = 8; 8'b0100_0010: Code = 9;
            8'b0100_0100: Code = 10;  
            8'b0100_1000: Code = 11;  
            8'b1000_0001: Code = 12;  
            8'b1000_0010: Code = 13;  
            8'b1000_0100: Code = 14;  
            8'b1000_1000: Code = 15;  
            default:       Code = 0;   
        endcase
    always @(posedge clock or posedge reset)
        if (reset)
            state <= S_0;
        else
            state <= next_state;
    always @(state or S_Row or Row) begin
        next_state = state;   
        Col = 0;              
        case (state)
            S_0: begin
                Col = 4'b1111;
                if (S_Row) next_state = S_1;
            end
            S_1: begin
                Col = 4'b0001;
                if (Row) next_state = S_5; else next_state = S_2;
            end
            S_2: begin
                Col = 4'b0010;
                if (Row) next_state = S_5; else next_state = S_3;
            end
            S_3: begin
                Col = 4'b0100;
                if (Row) next_state = S_5; else next_state = S_4;
            end
            S_4: begin
                Col = 4'b1000;
                if (Row) next_state = S_5; else next_state = S_0;
            end
            S_5: begin
                Col = 4'b1111;
                if (Row == 0) next_state = S_0;
            end
        endcase
    end
endmodule
```
**design/flow/run.sh**
```bash
#!/bin/bash
# OpenROAD 26Q1-2900-gdf79404cd8, Yosys 0.63+post, stock flow scripts
make -C /OpenROAD-flow-scripts/flow DESIGN_CONFIG=/design/flow/config.mk WORK_HOME=/design/flow/orfs finish
```
**design/flow/config.mk**
```make
export PLATFORM = sky130hd
export DESIGN_NAME = Hex_Keypad_Grayhill_072
export DESIGN_NICKNAME = Hex_Keypad_Grayhill_072
export VERILOG_FILES = /design/flow/design.v
export SDC_FILE = /design/flow/constraint.sdc
export NUM_CORES = 4
export LEC_CHECK = 1
export CORE_AREA = 10 10 71 71
export DIE_AREA = 0 0 81 81
```
**design/flow/constraint.sdc**
```tcl
current_design Hex_Keypad_Grayhill_072

set clk_period 2.1
set clk_io_pct 0.2

create_clock -name clk0 -period $clk_period [get_ports {clock}]

set non_clock_inputs [all_inputs -no_clocks]
set_input_delay [expr $clk_period * $clk_io_pct] -clock clk0 $non_clock_inputs
set_output_delay [expr $clk_period * $clk_io_pct] -clock clk0 [all_outputs]
```
==> results.py <==
# Generated from Yosys and OpenROAD reports
metrics = {
    "setup_path": {
        "crit-reg2reg-launch": "state[4]$_DFF_PP0_",
        "r2r-end": "state[1]$_DFF_PP0_",
        "crit_arrival_ns": 1.65,
        "path_class": "reg2out",
        "crit_path_max_fanout": 5,
        "ff2ff_path_depth": 5,
        "critPathCaptureType": "primary output",
        "rrSetupSlack_ns": 0.70,
        "cp.required_ns": 1.68,
        "start_kind": "flip-flop",
    },
    "die": {
        "pin_count": 16,
        "core_area_um2": 3633,
        "num_rows": 22,
        "die_h_um": 81,
        "initCoreUtil_pct": 11.12,
        "dieWidth_um": 81,
        "die_area_um2": 6561,
    },
    "drt": {
        "drtIter0Drc": 27,
        "wl_per_cell_um": 11.42,
        "first_pass_iters": 3,
        "viasPerCell": 3.560,
        "antenna-diode-count": 0,
        "routed_wl_mm": 1.428,
        "drc_errors": 0,
        "drtAntennaViolNets": 0,
        "num_vias": 445,
    },
    "cells_and_area": {
        "drive_gt1_share_pct": 53.25,
        "largest_reg_flops": 6,
        "seq_area_um2": 152.6,
        "largest_register": "state",
        "combGateArea_um2": 337.8,
        "top_regs": "state: 6 flops",
        "mostFrequentLayoutCells": "buf_4, dlygate4sd2_1, and2_1, clkdlybuf4s50_1, dfrtp_1",
        "syn2layout_area_growth_pct": 110.8,
        "fillers": 389,
        "layout.cells.most_common": "buf_4",
    },
    "placement": {
        "io_buffers": 15,
        "place_hpwl_um": 957.1,
        "place.gp.congestion": 0.8137,
    },
    "yosys": {
        "yosysUniqueCellTypes": 18,
        "synth_cells": 45,
        "ys_area_um2": 404.1,
        "synth_area_per_cell_um2": 8.981,
        "ys_seq_share_pct": 37.46,
        "ys_ff": 6,
        "ys_cells": 45,
        "syn_area_um2": 404.1,
        "ys_warn_count": 1,
    },
    "pwr": {
        "max-vdd-ir-drop_mv": 0.1211,
        "power.leakage_nw": 0.3615,
        "p_per_area_nw_per_um2": 498.8,
        "power_w": 0.0004250,
    },
    "sta": {
        "worst_slew_pin_slew_ns": 0.2872,
        "skew_ns": 0.005980,
        "min_period_ns": 2.072,
        "fmax_ghz": 0.4827,
        "slew_violations": 0,
        "finalSetupViolCount": 0,
        "hold_viol": 0,
        "finalCritPeriodShare_pct": 98.66,
        "whs_ns": 0.4185,
        "slew_headroom_pct": 80.71,
    },
    "clocking": {
        "ctsHoldBuffers": 0,
        "clk_latency_ns": 0.22,
        "root_buffer": "clkbuf_8",
        "htree_levels": 1,
        "clkSinkCount": 6,
        "clk_pin_slew_worst_paths_ns": 0.04,
        "cts-buffers-inserted": 3,
        "clockBufferDepth": 2,
        "cts_tree": "yes",
    },
    "global_route": {
        "grt_use_met2_pct": 7.245,
        "top_usage_layer": "met2",
        "grt_pass1_wl_mm": 2.194,
        "grt_max_degree": 9,
        "globalRouteMet1Util_pct": 4.806,
        "antenna_found_initial": 0,
        "grt_overflow": 0,
        "met3_usage_pct": 0.2227,
        "grt_pass1_vias": 483,
        "grt_usage_pct": 3.968,
    },
    "job": {
        "warnings": 26,
        "drv_cap": 0,
    },
    "min_path": {
        "min_path_type": "in2async",
    },
    "run_status": {
        "run_status": "completed",
    },
}
routing by layer:
metal / vias to the layer above / part of all wire [%]
li1: 223 / -
met1: 216 / 46
met2: 4 / 51
met3: 2 / 0.42
met4: 0 / 2.4
met5: - / 0
critical path, stage by stage (launching register included):
cell           delay (ns)
dfrtp_1              0.39
buf_4                0.17
or3_4                0.40
nor4_1               0.24
dlygate4sd2_1        0.24
per-stage QoR:
stage                     util, %  worst slack [ns]  cells  area (um^2)  setup TNS, ns
after floorplan                 -            0.5685     45        404.1              0
after global placement      18.35           -0.4039    114        666.9         -1.672
after detailed placement    18.35           -0.4504    114        666.9         -1.849
after CTS                   22.04         -0.008613    124        800.8       -0.01060
after global routing        23.45          -0.02608    125        852.1       -0.07196
final                       23.45           0.02824    125        852.1              0
report_power, final:
| group | switching, W | internal, W |
|---|---|---|
| clock network | 0.0000501 | 0.000131 |
| registers | 0.0000137 | 0.000124 |
| logic | 0.0000395 | 0.0000675 |
cells in the mapped netlist (all sizes together):
master | instances | share of area (%)
o21ai | 2 | 2.5
nor4 | 4 | 7.7
or3 | 4 | 6.2
dfrtp | 5 | 31
buf | 3 | 3.7
inv | 2 | 1.9
xor2 | 2 | 4.3
or4 | 2 | 3.7
nor3 | 1 | 1.2
nand2 | 1 | 0.93
and2 | 4 | 6.2
dfstp | 1 | 6.5
xnor2 | 3 | 6.5
a211oi | 2 | 3.7
nor2 | 4 | 3.7
nor4b | 4 | 8.7
nor2b | 1 | 1.5
logic make-up after synthesis:
family,synth area share [%]
AOI/OAI and AO/OA,6.191
xor gates and xnor gates,10.84
buffers and inverters,5.572
DFF,37.46
and+or+nand+nor,39.93
cell type report:
cell class / count / share of cell area, %
Sequential cell: 6 / 17.91
Clock buffer: 4 / 5.286
Timing Repair Buffer: 31 / 29.22
Multi-Input combinational cell: 34 / 39.65
Tap cell: 48 / 7.048
Inverter: 2 / 0.8811
worst max path at each step:
stage | start | end | cells past startpoint
CTS | state[4]$_DFF_PP0_ | Code[2] | 5
global route | state[4]$_DFF_PP0_ | Code[3] | 5
finish | state[5]$_DFF_PP0_ | Code[1] | 4
timing repair:
action	4_1_cts	5_1_grt
gates resized	23	16
endpoints found under the setup margin	5	5
gates cloned	0	0
hold endpoints to repair	0	0
pin swaps	6	4
setup buffers	6	1
Power figures rest on the tool's default switching activity, not on a simulated workload.
